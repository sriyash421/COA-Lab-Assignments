==> /design/flow/design.v <==
`timescale 1ns / 1ps
module MUX (  
    input [7:0]I0,
    input [7:0]I1,
    input sel,
    output reg[7:0]out
);
    always @(*)begin
        case (sel)
            0: out = I0;
            1: out = I1;
            default: out = 8'dx;
        endcase
    end 
endmodule
module MUX_ (  
    input [7:0]I0,
    input [7:0]I1,
    input [7:0]I2,
    input [1:0]sel,
    output reg[7:0]out
);
    always @(*)begin
        case (sel)
            0: out = I0;
            1: out = I1;
            2: out = I2;
            default: out = 8'dx;
        endcase
    end 
endmodule
module LOAD (  
    output reg[7:0]dout,
    input [7:0]din,
    input load, clk
);
    always @(posedge clk) begin
        if (load) dout <= din;
    end
endmodule
module datapath (
    input clk,
    input [15:0]din,
    input ldA,ldB,
    input [1:0]selA,
    input selB,
    output eq,lt,
    output [7:0]dout
);
    wire [7:0]diff,A,B,tempA,tempB;
    MUX_ MUX_1 (.I0(din[7:0]),.I1(B),.I2(diff),.sel(selA),.out(tempA));  
    LOAD A_ (.dout(A),.din(tempA),.load(ldA),.clk(clk));  
    MUX MUX_2 (.I0(din[15:8]),.I1(A),.sel(selB),.out(tempB));  
    LOAD B_ (.dout(B),.din(tempB),.load(ldB),.clk(clk));  
    assign lt = (A<B);  
    assign eq = (B=={8{1'b0}});  
    assign diff = A-B;  
    assign dout = diff;  
endmodule
module controller (  
    input clk,reset,lt,eq,load_val,done,
    output reg ldA,ldB,selB,load_in,out_val,
    output reg [1:0]selA
);
    reg [2:0] state;
    parameter S0=0,S1=1,S2=2;  
    always @(posedge clk or posedge reset) begin
        if(reset) begin
            state <= S0;  
        end
        else begin
           case (state)
                S0: if(load_val && load_in) state <=S1;  
                S1: if(!lt && eq) state <= S2;  
                S2: if(done && out_val) state <= S0;  
                default: state <= S0;
            endcase 
        end
    end
    always @(*) begin
        case (state)
            S0:  
            begin 
                load_in=1;
                out_val=0;
                selA=0;
                ldA=1;
                selB=0;
                ldB=1;
            end
            S1: if(lt)
                begin  
                    load_in=0;
                    out_val=0;
                    selA=1;
                    ldA=1;
                    selB=1;
                    ldB=1;
                end
                else if(!eq)
                begin  
                    load_in=0;
                    out_val=0;
                    selA=2;
                    ldA=1;
                    selB=0;
                    ldB=0;
                end
            S2:  
            begin 
                load_in=0;
                out_val=1;
                selA=2'dx;
                ldA=0;
                selB=1'dx;
                ldB=0;
            end
            default:
            begin 
                load_in=1'dx;
                out_val=1'dx;
                selA=2'dx;
                ldA=0;
                selB=1'dx;
                ldB=0;
            end
        endcase
    end
endmodule
module gcd (
    input clk,reset,load_val,done,
    output load_in,out_val,
    input [15:0]din,
    output [7:0]dout
);
    wire ldA,ldB,selB,lt,eq;
    wire [1:0]selA;
    controller cp
    (
        .clk(clk),
        .reset(reset),
        .load_val(load_val),
        .load_in(load_in),
        .out_val(out_val),
        .done(done),
        .ldA(ldA),
        .ldB(ldB),
        .selA(selA),
        .selB(selB),
        .eq(eq),
        .lt(lt)
    );
    datapath dp
    (
        .clk(clk),
        .din(din),
        .dout(dout),
        .ldA(ldA),
        .ldB(ldB),
        .selA(selA),
        .selB(selB),
        .eq(eq),
        .lt(lt)
    );
endmodule
==> /design/flow/run.sh <==
#!/bin/bash
# OpenROAD 26Q1-2900-gdf79404cd8, Yosys 0.63+post, stock flow scripts
make -C /OpenROAD-flow-scripts/flow DESIGN_CONFIG=/design/flow/config.mk WORK_HOME=/design/flow/orfs finish
==> /design/flow/config.mk <==
export PLATFORM = sky130hd
export DESIGN_NAME = gcd
export DESIGN_NICKNAME = gcd
export VERILOG_FILES = /design/flow/design.v
export SDC_FILE = /design/flow/constraint.sdc
export NUM_CORES = 4
export LEC_CHECK = 1
export CORE_UTILIZATION = 30
==> /design/flow/constraint.sdc <==
current_design gcd

set clk_period 4.2
set clk_io_pct 0.2

create_clock -name clk0 -period $clk_period [get_ports {clk}]

set non_clock_inputs [all_inputs -no_clocks]
set_input_delay [expr $clk_period * $clk_io_pct] -clock clk0 $non_clock_inputs
set_output_delay [expr $clk_period * $clk_io_pct] -clock clk0 [all_outputs]
==> flow_summary_export.csv <==
group,metric,value,unit
synthesis,yosysWarnings,4,
synthesis,ys_area,1380,sq um
routing,drtIter0Drc,30,
final_layout,nFillCells,418,
sta,fin_skew,0.00238,ns
final_layout,drive_gt1_share,12.6,%
routing,diodes,0,
routing,drt_wl_total,3.04,mm
clock_tree,post_cts_buffers,0,
worst_setup_path,crit_path_start_kind,"register",
synthesis,synth-seq-cells,25,
routing,drt_pre_antenna_iters,4,
grt,gr-total-overflow,0,
worst_setup_path,reg2reg_depth,9,
worst_setup_path,r2r-end,"dp.A_.dout[6]$_DFFE_PP_",
placed_design,place_area,1720,sq um
floorplanning,dieHeight,69.7,um
floorplanning,chipArea,4860,sq um
synthesis,ys_cells,130,
clock_tree,cts_buffers,3,
sta,fmax,293,MHz
final_layout,design_area,1760,sq um
grt,antenna_found_initial,0,
grt,grtUsageTotal,13.4,%
synthesis,syn_area,1380,sq um
placed_design,gp_congestion,0.895,
clock_tree,cts-root-buf,"clkbuf_8",
synthesis,netlist_instances,130,
min_path,hold_path_end,"cp.state[1]$_DFF_PP0_",
clock_tree,cts_resized,0,
routing,via_per_inst,5.00,
clock_tree,cts_tree,"built",
job,drv_cap,0,
floorplanning,io_pins,30,
floorplanning,core,4380,sq um
floorplanning,placementRows,24,
min_path,min_path_type,"reg -> reg",
sta,finalCritPeriodShare,81.4,%
sta,unclocked_regs,6,
sta,tightest_slew,0.545,ns
sta,rsz0062_at_grt,"no",
clock_tree,clk_path_buf_depth,2,
grt,grt_pass1_vias,996,
clock_tree,holdBufCountCts,0,
routing,num_vias,1056,
power_and_ir_drop,peakVddDrop,0.214,mV
outcome,status,"finished clean",
synthesis,synth_area_per_cell,10.6,sq um
final_layout,area_growth,28.0,%
floorplanning,initCoreUtil,31.4,%
grt,grt_max_degree,16,
sta,slew_violations,0,
worst_setup_path,arrival,2.58,ns
worst_setup_path,crit_required,3.36,ns
floorplanning,chipWidth,69.7,um
placed_design,dp_hpwl,2.26,mm
sta,period_needed,3.42,ns
sta,slew_headroom,63.6,%
sta,hold_violations,0,
sta,unconstrained_endpoints,24,
min_path,min-delay-start,"cp.state[1]$_DFF_PP0_",
placed_design,place.port_buffers,29,
clock_tree,htree_num_levels,1,
power_and_ir_drop,power_leakage,0.721,nW
routing,ant_nets,0,
routing,drc,0,
worst_setup_path,crit_type,"reg -> out",
sta,setup_viol,0,
synthesis,largest_area_cell,"edfxtp_1",
synthesis,synthDominantCellAreaShare,34.9,%
worst_setup_path,crit_path_end_kind,"output pin",
sta,final.setup.tns,0,ns
grt,grt_pass1_wl,4.96,mm
clock_tree,clk_latency,0.25,ns
worst_setup_path,cp_max_fo,2,
min_path,whs_path_depth,1,
clock_tree,clkTransAtPathRegs,0.07,ns
synthesis,yosysUniqueCellTypes,33,
worst_setup_path,regToRegSetupSlack,1.88,ns
routing,wl_per_cell,14.4,um
synthesis,synthTopCellsByArea,"edfxtp_1 (35%), ha_1 (9.1%), mux2_2 (6.6%), dlxtn_1 (6.6%), inv_1 (4.1%)",
job,warnings,26,
power_and_ir_drop,powerDensity,202,nW/um^2
worst_setup_path,reg2reg_from,"dp.A_.dout[0]$_DFFE_PP_",
-- cell families (layout without fill, tap and decap cells) --
logic type,Yosys count,count (layout),synth area share (%)
buffers and inverters,19,48,5.19
latches,6,6,6.55
AND/OR/NAND/NOR,30,30,11.1
adder cells (fa/ha/maj),11,11,10.6
flip-flops,19,19,40.5
multiplexers,8,8,6.55
AND-OR/OR-AND,31,31,15.7
XOR/XNOR,6,6,3.82
-- stage by stage --
stage	hold slack, ns	instances	power (mW)	setup WS [ns]	util [%]
after floorplan	0.491	130	0.216	1.72	-
after global placement	0.507	207	0.234	1.11	39.1
after detailed placement	0.531	207	0.235	1.05	39.1
after CTS	0.547	211	0.362	0.758	40.2
after global routing	0.580	211	0.373	0.627	40.2
final	0.543	211	0.356	0.783	40.2
-- layout by cell type (no fill, tap or decap), types with 3 or more instances in the layout --
cell type        netlist  routed
a21o_1                 4       4
a21oi_1                6       6
a22oi_1                5       5
a31o_2                 4       4
clkbuf_8               0       3
clkdlybuf4s50_1        0      29
dlxtn_1                6       6
edfxtp_1              16      16
ha_1                  10      10
inv_1                 15      15
mux2_2                 8       8
nand2_1               12      12
nor2_1                 5       5
o21ai_0                5       5
xnor2_1                4       4
-- critical path, stage by stage, from the launching register on --
cell,delay [ns]
edfxtp_1,0.39
inv_1,0.07
ha_1,0.15
inv_1,0.06
fa_1,0.45
a21o_1,0.22
a221oi_2,0.29
xnor2_1,0.20
clkdlybuf4s50_1,0.50
-- Yosys cell counts (all sizes together) --
library cell,n
ha,10
a221oi,1
a21oi,6
fa,1
dfrtp,2
dlxtn,6
or4,1
o21ai,7
o211ai,2
edfxtp,16
or2,2
dfstp,1
xor2,2
clkbuf,4
nand2,12
mux2,8
nand4b,1
xnor2,4
and3,3
nand3,2
and2,1
a22oi,5
a31o,5
nor2,5
a21o,4
nand2b,2
a32o,1
nand4,1
inv,15
-- state kept, by name, summed over array words and instances, names as in the netlist --
register    count
cp.ldA          1
cp.out_val      1
dp.B_.dout      8
dp.A_.dout      8
cp.state        3
cp.load_in      1
cp.selB         1
cp.selA         1
cp.ldB          1
-- area by class of cell --
| cell class | instances | area (sq um) | area share [%] |
|---|---|---|---|
| Tap cell | 52 | 65.1 | 3.70 |
| Sequential cell | 25 | 647 | 36.7 |
| Clock buffer | 4 | 45.0 | 2.56 |
| Multi-Input combinational cell | 86 | 657 | 37.3 |
| Timing Repair Buffer | 29 | 290 | 16.5 |
| Inverter | 15 | 56.3 | 3.20 |
-- routing by layer --
layer | part of all wire [%] | routed length [um] | global-route usage [%]
met1 | 50 | 1520 | 22.3
met2 | 43 | 1300 | 18.6
met3 | 6.7 | 204 | 4.42
met4 | 0.39 | 12 | 0.444
met5 | 0 | 0 | 0
-- worst max-delay path by stage --
stage	from	endpoint	slack [ns]	cells after the start
4_1_cts	dp.A_.dout[0]$_DFFE_PP_	dout[6]	0.76	8
5_1_grt	dp.A_.dout[0]$_DFFE_PP_	dout[6]	0.63	8
6_report	dp.A_.dout[0]$_DFFE_PP_	dout[6]	0.78	8
-- where the power goes --
part	internal, mW	switching, mW
combinational	0.0207	0.00593
clock	0.0674	0.0579
sequential	0.204	0
total	0.292	0.0638
No activity file was given, so power comes from the tool's default toggle rates.
