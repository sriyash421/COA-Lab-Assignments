<file path="flow/config.mk">
export PLATFORM = sky130hd
export DESIGN_NAME = carry_save_adder
export DESIGN_NICKNAME = carry_save_adder
export VERILOG_FILES = /design/flow/design.v
export SDC_FILE = /design/flow/constraint.sdc
export NUM_CORES = 4
export LEC_CHECK = 1
export CORE_UTILIZATION = 40
</file>
<file path="flow/constraint.sdc">
current_design carry_save_adder

set clk_period 7.3
set clk_io_pct 0.2

create_clock -name clk0 -period $clk_period

set non_clock_inputs [all_inputs -no_clocks]
set_input_delay [expr $clk_period * $clk_io_pct] -clock clk0 $non_clock_inputs
set_output_delay [expr $clk_period * $clk_io_pct] -clock clk0 [all_outputs]
</file>
<file path="flow/design.v">
`timescale 1ns / 1ps
module full_adder (  
    input a,b,cin,
    output sum,carry
);
    assign sum = a ^ b ^ cin;
    assign carry = (a & b) | (cin & b) | (a & cin);
endmodule
module cla_adder (
    input [19:0]a,
    input [19:0]b,
    output [19:0]sum
);
    wire c1,c2,c3,c4,c5;
    cla_adder_4bit cla1 (a[3:0],   b[3:0],   1'b0, sum[3:0],   c1);
    cla_adder_4bit cla2 (a[7:4],   b[7:4],   c1,   sum[7:4],   c2);
    cla_adder_4bit cla3 (a[11:8],  b[11:8],  c2,   sum[11:8],  c3);
    cla_adder_4bit cla4 (a[15:12], b[15:12], c3,   sum[15:12], c4);
    cla_adder_4bit cla5 (a[19:16], b[19:16], c4,   sum[19:16], c5);
endmodule
module cla_adder_4bit (
    input [3:0] a,b,
    input cin,
    output [3:0] sum,
    output cout
);
    wire [3:0] p,g,c;
    assign p=a^b; 
    assign g=a&b;  
    assign c[0]=cin;
    assign c[1]= g[0]|(p[0]&c[0]);
    assign c[2]= g[1] | (p[1]&g[0]) | p[1]&p[0]&c[0];
    assign c[3]= g[2] | (p[2]&g[1]) | p[2]&p[1]&g[0] | p[2]&p[1]&p[0]&c[0];
    assign cout= g[3] | (p[3]&g[2]) | p[3]&p[2]&g[1] | p[3]&p[2]&p[1]&p[0]&c[0];
    assign sum=p^c;
endmodule
module csa_block(  
    input [19:0]a,
    input [19:0]b,
    input [19:0]c,
    output [19:0]sum,
    output [19:0]cout
);
    wire [19:0]temp_cout;
    genvar i;
    generate
        for (i=0;i<=19;i= i+1) begin
            full_adder inst (.a(a[i]),.b(b[i]),.cin(c[i]),.sum(sum[i]),.carry(temp_cout[i]));
        end
    endgenerate
    assign cout = temp_cout << 1;  
endmodule
module carry_save_adder (  
    input [19:0]I0,
    input [19:0]I1,
    input [19:0]I2,
    input [19:0]I3,
    input [19:0]I4,
    input [19:0]I5,
    input [19:0]I6,
    input [19:0]I7,
    input [19:0]I8,
    output [19:0]out
);
    wire [19:0] cout[6:0];
    wire [19:0] sum[6:0];
    csa_block inst_0 (I2,I1,I0,sum[0],cout[0]);
    csa_block inst_1 (I3,I4,I5,sum[1],cout[1]);
    csa_block inst_2 (I6,I7,I8,sum[2],cout[2]);
    csa_block inst_3 (sum[0],sum[1],sum[2],sum[3],cout[3]);
    csa_block inst_4 (cout[0],cout[1],cout[2],sum[4],cout[4]);
    csa_block inst_5 (sum[4],cout[4],cout[3],sum[5],cout[5]);
    csa_block inst_6 (sum[3],sum[5],cout[5],sum[6],cout[6]);
    cla_adder final_adder (sum[6], cout[6], out);
endmodule
</file>
<file path="flow/run.sh">
#!/bin/bash
# OpenROAD 26Q1-2900-gdf79404cd8, Yosys 0.63+post, stock flow scripts
make -C /OpenROAD-flow-scripts/flow DESIGN_CONFIG=/design/flow/config.mk WORK_HOME=/design/flow/orfs finish
</file>
==> flow_summary.toml <==
# implementation run metrics
[status]
status = "finished, final reports clean"

[timing]
grt_setup_unrepaired = "yes"
max_slew_margin_pct = 78.1
hold_slack_ns = 3.89
finalCriticalPeriod_ns = 7.17
fmax_ghz = 0.140
hold_viol = 0
drv_slew = 0
finalSetupViolCount = 0
min_period_over_period_pct = 98.2
fin_tns_setup_ns = 0
worst_pin_slew_ns = 0.328

[floorplan]
fp_util_pct = 41.5
chip_area_sq_um = 10600
ioPinCount = 200
die_w_um = 103
num_rows = 36
core_area_sq_um = 9820
die_h_um = 103

[route]
ant_nets = 0
n_antenna_cell = 0
via_per_inst = 4.12
drt_iter0_drc = 17
wl_per_cell_um = 11.0
drc = 0
via_count = 3120
first_pass_iters = 3
routed_wl_mm = 8.35

[power]
power_density_nw_per_um2 = 413
p_clk_share_pct = 0
leakagePower_nw = 3.37
pwr-share-comb_pct = 100.0
power_frac_seq_pct = 0
ir_drop_v = 0.000269
p_switching_mw = 1.10
switching_share_pct = 40.9
internal_power_mw = 1.59

[placed_design]
io_buffers = 200
dp.final_hpwl_mm = 8.22
routabilityCongestion = 0.768

[critical_path]
crit_path_start = "I2[2]"
cp-end-kind = "primary output"
worstPathArrival_ns = 5.71
cp.required_ns = 5.84
start_kind = "input port"
path_class = "input port to primary output"
crit_path_max_fanout = 3

[finish]
syn2layout_area_growth_pct = 60.1
lay_top_count = "inv_1"
regArea_sq_um = 0
logic_area_sq_um = 3460
drive_gt1_share_pct = 15.4
seq_cell_count = 0
final_util_pct = 66.3
fillers = 832
lay_top_cells = "inv_1, clkdlybuf4s50_1, fa_1"
clock_buffers = 0

[synth]
ys_chip_area_sq_um = 4070
ys_seq_share_pct = 0
synth_area_per_cell_sq_um = 10.2
ys_types = 25
syn_area_sq_um = 4070
syn_inst = 399
yosysWarnings = 1
ys_cells = 399

[grt]
first_global_vias = 3432
grt_max_degree = 5
antenna_found_initial = 0
grt_use_total_pct = 18.1
grt_pass1_wl_mm = 14.2
overflow = 0

[hold_path]
whs_path_depth = 4
holdPathEnd = "out[0]"
worstHoldStart = "I8[0]"
worstHoldPathType = "input port to primary output"

[run]
drv_cap = 0
warnings = 35

[cts]
holdBufCountCts = 0
==> worst max-delay path by stage <==
stage | end | slack (ns) | depth (start not counted)
final | out[16] | 0.13 | 15
after global routing | out[16] | -0.07 | 18
after CTS | out[16] | -0.04 | 20
==> power groups by stage <==
stage	Clock [mW]	Sequential (mW)	Combinational [mW]
4_1_cts	0	0	2.63
5_1_grt	0	0	3.07
6_report	0	0	2.69
==> cells by family after synthesis <==
kind of cell             after synthesis  synth area share [%]
XOR/XNOR                              27                  5.81
AND-OR/OR-AND                         19                  3.75
AND/OR/NAND/NOR                       11                  1.69
buffers and inverters                191                  17.8
adder cells (fa/ha/maj)              151                  70.9
==> final cells by class <==
cell class / instances / share of cell area (%)
Multi-Input combinational cell: 208 / 53.1
Timing Repair Buffer: 227 / 33.4
Inverter: 189 / 10.9
Tap cell: 133 / 2.55
==> synth_stat cells <==
| master | instances | area [sq um] |
|---|---|---|
| a22oi_1 | 1 | 7.51 |
| ha_1 | 18 | 225 |
| buf_4 | 2 | 15.0 |
| a221oi_2 | 1 | 15.0 |
| xnor2_1 | 18 | 158 |
| fa_1 | 133 | 2660 |
| a211oi_1 | 1 | 7.51 |
| xor2_1 | 9 | 78.8 |
| a31oi_1 | 1 | 6.26 |
| nand2_1 | 3 | 11.3 |
| nand3_1 | 2 | 10.0 |
| a21oi_1 | 4 | 20.0 |
| o22ai_2 | 1 | 12.5 |
| a311oi_2 | 1 | 15.0 |
| o21ai_2 | 2 | 17.5 |
| nor3_4 | 1 | 16.3 |
| nand3b_1 | 1 | 7.51 |
| a21o_1 | 3 | 22.5 |
| nor2_1 | 1 | 3.75 |
| a21oi_2 | 1 | 8.76 |
| a211o_2 | 1 | 10.0 |
| o21ai_1 | 2 | 10.0 |
| or2b_1 | 1 | 7.51 |
| inv_1 | 189 | 709 |
| nor2b_1 | 2 | 12.5 |
==> stage by stage <==
| step | instances | power, mW | setup slack [ns] | instance area [sq um] |
|---|---|---|---|---|
| after floorplan | 399 | 1.22 | 0.508 | 4070 |
| after global placement | 749 | 2.70 | -0.632 | 6370 |
| after detailed placement | 749 | 2.70 | -0.689 | 6370 |
| after CTS | 752 | 2.63 | -0.0362 | 6400 |
| after global routing | 757 | 3.07 | -0.0681 | 6520 |
| final | 757 | 2.69 | 0.135 | 6520 |
==> layer usage <==
metal  routed length (um)  vias to the layer above  track usage [%]
li1                     -                     1507                -
met1                 3380                     1495             27.6
met2                 4130                      118             30.6
met3                  844                        0             3.93
met4                    0                        0                0
met5                    0                        -                0
==> critical path, stage by stage <==
cell and delay, ns:
dlygate4sd2_1 0.25, fa_1 0.52, fa_2 0.41, fa_1 0.57, inv_2 0.04, fa_1 0.48, fa_2 0.41, nand3b_1 0.21
a221oi_2 0.32, o21ai_2 0.09, o22ai_2 0.13, a311oi_2 0.16, inv_1 0.10, fa_2 0.43, buf_2 0.13
==> timing repair <==
| item | in CTS | in global routing |
|---|---|---|
| gates cloned | 0 | 0 |
| setup buffers | 3 | 5 |
| setup endpoints to repair | 12 | 11 |
| resized | 55 | 78 |
| pin swaps | 29 | 47 |
Power and IR drop assume default switching activity.
