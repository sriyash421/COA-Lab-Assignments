[/design/flow/config.mk]
export PLATFORM = sky130hd
export DESIGN_NAME = unsigned_array_mult
export DESIGN_NICKNAME = unsigned_array_mult
export VERILOG_FILES = /design/flow/design.v
export SDC_FILE = /design/flow/constraint.sdc
export NUM_CORES = 4
export LEC_CHECK = 1
export CORE_AREA = 10 10 89 89
export DIE_AREA = 0 0 99 99
[/design/flow/constraint.sdc]
current_design unsigned_array_mult

set clk_period 7.6
set clk_io_pct 0.2

create_clock -name clk0 -period $clk_period

set non_clock_inputs [all_inputs -no_clocks]
set_input_delay [expr $clk_period * $clk_io_pct] -clock clk0 $non_clock_inputs
set_output_delay [expr $clk_period * $clk_io_pct] -clock clk0 [all_outputs]
[/design/flow/design.v]
`timescale 1ns / 1ps
module partial_product (
    input [5:0]a,
    input [5:0]b,
    input [4:0]i,
    output[11:0]product
);
    assign product = (a&{5{b[i]}}) << i;
endmodule
module unsigned_array_mult (  
    input [5:0]a,
    input [5:0]b,
    output [11:0]product
);
    wire [11:0]partial_product[5:0];
    genvar i;
    generate
        for (i=0;i<=5;i= i+1) begin
            partial_product inst (.product(partial_product[i]),.a(a),.b(b),.i(i));  
        end
    endgenerate
    assign product = partial_product[0]+partial_product[1]+partial_product[2]+partial_product[3]+partial_product[4]+partial_product[5];
endmodule
[/design/flow/run.sh]
#!/bin/bash
# OpenROAD 26Q1-2900-gdf79404cd8, Yosys 0.63+post, stock flow scripts
make -C /OpenROAD-flow-scripts/flow DESIGN_CONFIG=/design/flow/config.mk WORK_HOME=/design/flow/orfs finish
==> deck_impl_summary.md <==
Key Metrics from the Run

Setup path
  • Slowest CP cell: fa_1
  • Worst Setup Start Kind: primary input
  • Buf/Inv on CP: 4
  • WP depth: 13
  • Slowest cell delay on critical path: just under 0.6 ns
  • Crit path cell chain: clkdlybuf4s50_1 > and2_1 > fa_1 > fa_1 > inv_1 > fa_1 > inv_1 > ha_1 > a21oi_1 > nor2b_1 > a311oi_1 > xnor2_1 > clkdlybuf4s50_1
  • CP required: around 6.1 ns
  • WS Path Type: in2out
  • End point of the critical path: product[9]
  • Critical path peak fanout: 6
  • Crit path max-delay family: adder cells
  • Setup crit end kind: output port
  • Worst EP arrival: 5.59 ns
  • CP dominant cell by count: fa_1
  • Launch point of the worst path: a[3]

Global route
  • Global-route wire length before repair: about 3400 µm
  • Initial antenna violation count: 0
  • Vias in the first global route: approximately 700
  • Met3 Use GR: 0.00634
  • GR Util met1: 0.0629
  • Met2 Use GR: 0.0566
  • Largest net degree at the start of global routing: 7
  • GR Util All Layers: 0.0394
  • Grt ovf: 0
  • Busiest metal layer after global routing: met1

Clocking
  • Cts repair resizes: 0
  • Number of hold buffers added after cts: 0
  • Setup bufs post-CTS: 0

Final layout
  • Logic area: about 810 µm²
  • Flop count: 0
  • Layout Cells excl Fill: just under 200
  • Fillers: between 600 and 700
  • Register area: 0 µm²
  • Synth-to-layout area growth: 37.2%
  • Layout cell share with drive strength beyond 1: 0.0161
  • Layout clock buffers: 0
  • Layout Utilization: 0.199

Logic synthesis
  • Biggest area cells: fa_1 (32%), ha_1 (26%), and2_1 (11%)
  • Synth area leader: fa_1
  • Distinct lib cells: 20
  • Yosys synthesis warning count: 7
  • Yosys top cell by instances: ha_1
  • Syn Std Cell Area: around 870 µm²
  • Post-synth seq share: 0
  • Avg Inst Size Synth: between 8 and 9 µm²
  • Ys cells: about 100
  • Top cells by count: ha_1 (18), and2_1 (16), inv_1 (15), nand2_1 (15), fa_1 (14)
  • Area share of the largest cell type after synthesis: 0.322
  • Synthesized instance count: between 100 and 150
  • Yosys chip area: about 870 µm²

Min path
  • Worst Hold Launch: b[0]
  • Hold WC Path Type: in2out

Placed design
  • Placed insts: between 150 and 200
  • Detailed placement HPWL: around 1700 µm
  • RD Place Congestion: between 0.7 and 0.8
  • IO buf count: 23
  • Worst slack, placed: 0.486 ns

Floorplanning
  • Core Area: about 6000 µm²
  • Die width: ~99 µm
  • Row count: 28
  • Chip area: around 9800 µm²
  • Die Ht: roughly 100 µm
  • Initial Util: 0.145
  • Ports: 24

Job
  • Log Warnings: 35
  • # Max-Cap Violations: 0

Routing
  • Vias/cell: ~3.7
  • Final routed wire length divided by cell count: 9.62 µm
  • Drt drc: 0
  • TritonRoute pass-1 iters: 4
  • Vias: 740
  • Post-DRT Antenna Nets: 0
  • Starting DRC count in detailed routing: 6
  • # diodes: 0
  • Total Wirelength: between 1500 and 2000 µm

STA
  • Final worst hold slack: around 4 ns
  • Cycle use final: 0.935
  • Maximum clock rate: approximately 140 MHz
  • Slew Viols, Final: 0
  • Final setup fails: 0
  • Final hold vios: 0
  • Fin crit period: around 7.1 ns
  • Slew HR: 0.702
  • RSZ-0062 raised after global routing: false
  • Setup TNS: 0 ns
  • PnR worst setup slack: about 0.49 ns
  • Worst Max-Slew Pin Slew: 0.444 ns

Power
  • Max VDD drop: between 0.00003 and 0.00004 V
  • Power Dens Cells: ~110 nW/µm²
  • Leak: roughly 0.57 nW

Outcome
  • Outcome: completed
-- cell type report --
type	count	share of cell area
Inverter	16	0.0503
Timing Repair Buffer	23	0.193
Tap cell	75	0.0785
Multi-Input combinational cell	85	0.679
-- routing by layer --
metal | up-vias | wire length [µm]
li1 | 372 | -
met1 | 355 | 1020
met2 | 13 | 817
met3 | 0 | 78
met4 | 0 | 0
met5 | - | 0
-- report_power, final --
| part | internal [mW] | switching, mW | total, mW |
|---|---|---|---|
| combinational | 0.0770 | 0.0505 | 0.128 |
| clock | 0 | 0 | 0 |
| sequential | 0 | 0 | 0 |
-- cell usage in the layout (no fill, tap or decap), types with 2 or more instances in the layout --
cell,Yosys,routed
and2_1,16,16
ha_1,18,18
a21oi_1,4,4
fa_1,14,14
nor2_1,2,2
clkdlybuf4s50_1,0,23
xnor2_1,3,3
nand2_1,15,15
nor2b_1,3,3
inv_1,15,15
-- kinds of logic after synthesis --
kind of cell / after synthesis / share of synthesized area
adder cells (fa/ha/maj): 32 / 0.580
AND/OR/NAND/NOR: 39 / 0.236
AND-OR/OR-AND: 11 / 0.0848
buffers and inverters: 16 / 0.0690
XOR/XNOR: 3 / 0.0302
-- stage by stage --
| stage | power, mW | cell area [µm²] |
|---|---|---|
| 2_1_floorplan | 0.0649 | 871 |
| 3_3_place_gp | 0.131 | 1190 |
| 3_5_place_dp | 0.131 | 1190 |
| 4_1_cts | 0.133 | 1190 |
| 5_1_grt | 0.148 | 1190 |
| 6_report | 0.128 | 1190 |
-- worst min path at each step --
stage,slack (ns),to,depth (start not counted)
finish,4.10,product[0],3
global route,4.14,product[0],3
CTS,4.11,product[0],3
No activity file was given, so power comes from the tool's default toggle rates.
